==> design.v <==
module final_adder_32 (
    input              clk,
    input              v_in,
    input  [31:0]      sum_in,
    input  [31:0]      carry_in,
    output [31:0]      result,
    output             v_out
);
    wire [31:0] carry_shifted;
    assign carry_shifted = carry_in << 1;
    wire [32:0] full_sum;
    assign full_sum = {1'b0, sum_in} + {1'b0, carry_shifted};
    reg [31:0] result_r;
    reg        v_out_r;
    always @(posedge clk) begin
        if (v_in) begin
            result_r <= full_sum[31:0];
            v_out_r  <= 1'b1;
        end else begin
            v_out_r  <= 1'b0;
        end
    end
    assign result = result_r;
    assign v_out  = v_out_r;
endmodule
==> run.sh <==
#!/bin/bash
# OpenROAD 26Q1-2900-gdf79404cd8, Yosys 0.63+post, stock flow scripts
make -C /OpenROAD-flow-scripts/flow DESIGN_CONFIG=/design/flow/config.mk WORK_HOME=/design/flow/orfs finish
==> config.mk <==
export PLATFORM = sky130hd
export DESIGN_NAME = final_adder_32
export DESIGN_NICKNAME = final_adder_32
export VERILOG_FILES = /design/flow/design.v
export SDC_FILE = /design/flow/constraint.sdc
export NUM_CORES = 4
export LEC_CHECK = 1
export CORE_UTILIZATION = 40
==> constraint.sdc <==
current_design final_adder_32

set clk_period 15.7
set clk_io_pct 0.2

create_clock -name clk0 -period $clk_period [get_ports {clk}]

set non_clock_inputs [all_inputs -no_clocks]
set_input_delay [expr $clk_period * $clk_io_pct] -clock clk0 $non_clock_inputs
set_output_delay [expr $clk_period * $clk_io_pct] -clock clk0 [all_outputs]
==> metrics.json <==
{
  "outcome": {"value": "finished clean"},
  "timing_worst_setup_path_type": {"value": "in -> reg"},
  "dpl.cell_count": {"value": 489},
  "setup-tns-final": {"value": 0, "unit": "ns"},
  "synthToLayoutAreaGrowth": {"value": 39.6, "unit": "%"},
  "io-pin-count": {"value": 99},
  "slew_violations": {"value": 0},
  "finalPower": {"value": 0.000323, "unit": "W"},
  "cts-root-to-sink-buffers": {"value": 2},
  "gr-total-overflow": {"value": 0},
  "cts-resized-gates": {"value": 0},
  "antenna_found_initial": {"value": 0},
  "tightest_slew": {"value": 0.524, "unit": "ns"},
  "ys_async_sr_fraction": {"value": 0, "unit": "%"},
  "worstPathRequired": {"value": 15.77, "unit": "ns"},
  "detail_route.vias_per_cell": {"value": 5.33},
  "route.antenna.remaining_nets": {"value": 0},
  "switching_share": {"value": 27.8, "unit": "%"},
  "finalWorstPathRequiredPeriod": {"value": 5.61, "unit": "ns"},
  "grtUsageTotal": {"value": 19.7, "unit": "%"},
  "drc": {"value": 0},
  "setup_viol": {"value": 0},
  "final_cell_count_no_fill": {"value": 497},
  "dpl_worst_slack": {"value": 9.85, "unit": "ns"},
  "drt_iter0_markers": {"value": 132},
  "enable_flop_cells": {"value": 32},
  "vias_in_the_first_global_route": {"value": 2351},
  "numClockSinks": {"value": 33},
  "detailedPlacementHpwl": {"value": 5820, "unit": "um"},
  "globalplace.congestion": {"value": 0.926},
  "initial_core_util": {"value": 41.7, "unit": "%"},
  "cts_inserted_buffers": {"value": 5},
  "vdd.ir_drop.worst": {"value": 0.0000388, "unit": "V"},
  "seq_power_share": {"value": 36.6, "unit": "%"},
  "antenna_cells_inserted": {"value": 0},
  "postPlaceCellArea": {"value": 3880, "unit": "um2"},
  "power_per_cell_area": {"value": 80.8, "unit": "nW/um2"},
  "synth.yosys.num_cells": {"value": 310},
  "dr_total_vias": {"value": 2647},
  "postSynthAreaPerCell": {"value": 9.23, "unit": "um2"},
  "cts-hold-fix-buffers": {"value": 0},
  "post-route-period-util": {"value": 35.7, "unit": "%"},
  "max-cap-violations": {"value": 0},
  "crit_path_end_kind": {"value": "flip-flop"},
  "chipArea": {"value": 7500, "unit": "um2"},
  "combPwrFrac": {"value": 37.2, "unit": "%"},
  "cts_htree_levels": {"value": 2},
  "yosys_area": {"value": 2860, "unit": "um2"},
  "syn-instance-count": {"value": 310},
  "number_of_core_rows": {"value": 30},
  "placeableCoreArea": {"value": 6870, "unit": "um2"},
  "post-route-cell-area": {"value": 4000, "unit": "um2"},
  "wl_per_cell": {"value": 14.5, "unit": "um"},
  "firstDrtPassIters": {"value": 4},
  "tritoncts_clock_tree": {"value": "done"},
  "max_freq": {"value": 178, "unit": "MHz"},
  "place.port_buffers": {"value": 97},
  "die_h": {"value": 86.6, "unit": "um"},
  "power.clock.fraction": {"value": 26.2, "unit": "%"},
  "internal_power": {"value": 0.000233, "unit": "W"},
  "worstPathMaxFanout": {"value": 8},
  "netlist_area": {"value": 2860, "unit": "um2"},
  "die_w": {"value": 86.6, "unit": "um"},
  "synth_cell_type_count": {"value": 55},
  "grt_start_max_net_pins": {"value": 27},
  "root_buffer": {"value": "sky130_fd_sc_hd__clkbuf_8"},
  "grt_first_pass_wirelength": {"value": 11200, "unit": "um"},
  "synthFlopType": {"value": "sky130_fd_sc_hd__edfxtp_1"},
  "timing_hold_violations_final": {"value": 0},
  "max-slew-margin-rel": {"value": 64.7, "unit": "%"},
  "postCtsSetupRepairBufs": {"value": 0},
  "clk_pin_slew": {"value": 0.06, "unit": "ns"},
  "grt_setup_unrepaired": {"value": "no"},
  "p_switching": {"value": 0.0000896, "unit": "W"},
  "yosysSeqAreaShare": {"value": 34.3, "unit": "%"},
  "power.leakage": {"value": 1.51, "unit": "nW"},
  "min-delay-path-class": {"value": "in -> reg"},
  "finalWirelength": {"value": 7190, "unit": "um"},
  "worst-endpoint-arrival": {"value": 5.67, "unit": "ns"},
  "share_of_cells_above_drive_strength_1": {"value": 4.49, "unit": "%"},
  "setup_slack": {"value": 10.09, "unit": "ns"},
  "setup.worst_path.start_class": {"value": "input port"},
  "yosys_warnings": {"value": 1},
  "ys_ff": {"value": 33},
  "number_of_warnings_the_tools_reported": {"value": 27}
}
-- sequential cells by signal, indices dropped and copies added, names as in the netlist --
register	cells
result_r	32
v_out_r	1
-- metal layers --
layer | vias to the layer above | global-route usage [%] | share of wire (%)
li1 | 1360 | - | -
met1 | 1194 | 31.0 | 48
met2 | 88 | 30.4 | 45
met3 | 5 | 3.96 | 6.2
met4 | 0 | 1.36 | 0.64
met5 | - | 0 | 0
-- worst max-delay path: stages --
cell	delay [ns]
sky130_fd_sc_hd__clkdlybuf4s50_1	0.40
sky130_fd_sc_hd__ha_1	0.38
sky130_fd_sc_hd__a21oi_1	0.43
sky130_fd_sc_hd__nand2_1	0.13
sky130_fd_sc_hd__nor4_1	0.47
sky130_fd_sc_hd__a21oi_1	0.23
sky130_fd_sc_hd__o21a_1	0.21
sky130_fd_sc_hd__nor3_1	0.28
-- kinds of logic (layout without fill, tap and decap cells) --
kind of cell / count (synthesis) / after routing / synth area share, %
compound gates: 99 / 99 / 23.4
xor+xnor: 24 / 24 / 7.34
fa+ha+maj: 31 / 31 / 13.8
buf+inv: 20 / 111 / 3.54
simple gates: 103 / 103 / 17.6
flops: 33 / 33 / 34.3
-- stage by stage --
step | util (%) | hold slack [ns]
3_5_place_dp | 56.5 | 3.70
6_report | 58.2 | 3.42
3_3_place_gp | 56.5 | 3.71
5_1_grt | 58.2 | 3.41
4_1_cts | 58.2 | 3.42
2_1_floorplan | - | 3.17
-- final cells by class --
type | count | area, um2
multi-input cells | 257 | 1780
well taps | 96 | 120
fillers | 603 | 2870
flip-flops and latches | 33 | 981
inverters | 5 | 18.8
repair buffers | 98 | 978
clock inverters | 1 | 30.0
clock buffers | 7 | 86.3
-- cells in the final DEF, fill, tap and decap left out, types with 3 or more instances in the layout --
cell type                         instances
sky130_fd_sc_hd__nand2_1                 28
sky130_fd_sc_hd__a21o_1                   7
sky130_fd_sc_hd__o21bai_1                 3
sky130_fd_sc_hd__nand3_1                 14
sky130_fd_sc_hd__nor2b_1                  3
sky130_fd_sc_hd__inv_1                    5
sky130_fd_sc_hd__clkdlybuf4s50_1         97
sky130_fd_sc_hd__a31oi_1                  5
sky130_fd_sc_hd__o21a_1                   3
sky130_fd_sc_hd__o21ai_0                 17
sky130_fd_sc_hd__xor2_1                   6
sky130_fd_sc_hd__xnor2_1                 18
sky130_fd_sc_hd__clkbuf_8                 6
sky130_fd_sc_hd__nor2_1                  26
sky130_fd_sc_hd__ha_1                    30
sky130_fd_sc_hd__a211oi_1                 5
sky130_fd_sc_hd__nor3_1                   9
sky130_fd_sc_hd__nand4_1                  6
sky130_fd_sc_hd__edfxtp_1                32
sky130_fd_sc_hd__a2111oi_0                3
sky130_fd_sc_hd__a21oi_1                 33
-- worst paths after layout --
check                 depth (start not counted)                endpoint  slack (ns)        from
worst min-delay path                          1   result_r[0]$_DFFE_PP_        3.42   sum_in[0]
worst max-delay path                          8  result_r[29]$_DFFE_PP_       10.09  sum_in[19]
-- cell usage after synthesis (all sizes together), types with 2 or more instances --
cell type,n,area (um2)
a211oi,5,37.5
a31oi,7,73.8
nor3,9,45.0
o21ai,17,85.1
nor4,2,12.5
edfxtp,32,961
a221oi,2,17.5
ha,30,375
o2111ai,2,17.5
or4,3,26.3
xnor2,18,158
buf,6,48.8
o21bai,4,33.8
o21a,3,22.5
and3,3,23.8
inv,5,18.8
xor2,6,52.6
nor2,27,104
nand4,6,37.5
a21o,8,61.3
nand3,15,80.1
nand2b,2,12.5
clkbuf,9,33.8
a2111oi,3,26.3
nor2b,3,18.8
and4,2,17.5
nand2,28,105
a21oi,33,165
o41ai,2,17.5
-- power by group through the flow --
stage / clock network (W) / logic [W] / registers (W)
final: 0.0000845 / 0.000120 / 0.000118
after CTS: 0.0000868 / 0.000121 / 0.000118
after global routing: 0.0000907 / 0.000133 / 0.000119
Power figures rest on the tool's default switching activity, not on a simulated workload.
