`config.mk`:
```
export PLATFORM = sky130hd
export DESIGN_NAME = high_speed_acc_32bit
export DESIGN_NICKNAME = high_speed_acc_32bit
export VERILOG_FILES = /design/flow/design.v
export SDC_FILE = /design/flow/constraint.sdc
export NUM_CORES = 4
export LEC_CHECK = 1
export CORE_UTILIZATION = 40
```
`constraint.sdc`:
```
current_design high_speed_acc_32bit

set clk_period 2.9
set clk_io_pct 0.2

create_clock -name clk0 -period $clk_period [get_ports {clk}]

set non_clock_inputs [all_inputs -no_clocks]
set_input_delay [expr $clk_period * $clk_io_pct] -clock clk0 $non_clock_inputs
set_output_delay [expr $clk_period * $clk_io_pct] -clock clk0 [all_outputs]
```
`design.v`:
```
module high_speed_acc_32bit (
    input wire clk,
    input wire reset,
    input wire [31:0] A,
    input wire [31:0] B,
    output reg [31:0] final_acc
);
    reg [31:0] Ar, Br;
    always @(posedge clk) begin
        Ar <= A;
        Br <= B;
    end
    reg [31:0] acc_s, acc_c;
    wire [31:0] s1, c1, s2, c2;
    wire [31:0] c1_sh, c2_sh;
    assign s1 = Ar ^ Br ^ acc_s;
    assign c1 = (Ar & Br) | (Ar & acc_s) | (Br & acc_s);
    assign c1_sh = {c1[30:0], 1'b0};
    assign s2 = s1 ^ c1_sh ^ acc_c;
    assign c2 = (s1 & c1_sh) | (s1 & acc_c) | (c1_sh & acc_c);
    assign c2_sh = {c2[30:0], 1'b0};
    always @(posedge clk) begin
        if (reset) begin
            acc_s <= 32'h0;
            acc_c <= 32'h0;
        end else begin
            acc_s <= s2;
            acc_c <= c2_sh;
        end
    end
    reg [3:0]  st_res [0:7];  
    reg [7:0]  st_cry;        
    reg [27:0] rem_s1, rem_c1;
    reg [23:0] rem_s2, rem_c2;
    reg [19:0] rem_s3, rem_c3;
    reg [15:0] rem_s4, rem_c4;
    reg [11:0] rem_s5, rem_c5;
    reg [7:0]  rem_s6, rem_c6;
    reg [3:0]  rem_s7, rem_c7;
    reg [3:0] d1_0;
    reg [7:0] d2_0;
    reg [11:0] d3_0;
    reg [15:0] d4_0;
    reg [19:0] d5_0;
    reg [23:0] d6_0;
    reg [27:0] d7_0;
    always @(posedge clk) begin
        {st_cry[0], st_res[0]} <= acc_s[3:0] + acc_c[3:0];
        rem_s1 <= acc_s[31:4]; rem_c1 <= acc_c[31:4];
        {st_cry[1], st_res[1]} <= rem_s1[3:0] + rem_c1[3:0] + st_cry[0];
        rem_s2 <= rem_s1[27:4]; rem_c2 <= rem_c1[27:4];
        d1_0 <= st_res[0];
        {st_cry[2], st_res[2]} <= rem_s2[3:0] + rem_c2[3:0] + st_cry[1];
        rem_s3 <= rem_s2[23:4]; rem_c3 <= rem_c2[23:4];
        d2_0 <= {st_res[1], d1_0};
        {st_cry[3], st_res[3]} <= rem_s3[3:0] + rem_c3[3:0] + st_cry[2];
        rem_s4 <= rem_s3[19:4]; rem_c4 <= rem_c3[19:4];
        d3_0 <= {st_res[2], d2_0};
        {st_cry[4], st_res[4]} <= rem_s4[3:0] + rem_c4[3:0] + st_cry[3];
        rem_s5 <= rem_s4[15:4]; rem_c5 <= rem_c4[15:4];
        d4_0 <= {st_res[3], d3_0};
        {st_cry[5], st_res[5]} <= rem_s5[3:0] + rem_c5[3:0] + st_cry[4];
        rem_s6 <= rem_s5[11:4]; rem_c6 <= rem_c5[11:4];
        d5_0 <= {st_res[4], d4_0};
        {st_cry[6], st_res[6]} <= rem_s6[3:0] + rem_c6[3:0] + st_cry[5];
        rem_s7 <= rem_s6[7:4]; rem_c7 <= rem_c6[7:4];
        d6_0 <= {st_res[5], d5_0};
        final_acc[31:28] <= rem_s7[3:0] + rem_c7[3:0] + st_cry[6];
        final_acc[27:0]  <= {st_res[6], d6_0};
    end
endmodule
```
`run.sh`:
```
#!/bin/bash
# OpenROAD 26Q1-2900-gdf79404cd8, Yosys 0.63+post, stock flow scripts
make -C /OpenROAD-flow-scripts/flow DESIGN_CONFIG=/design/flow/config.mk WORK_HOME=/design/flow/orfs finish
```
==> flow_summary.yaml <==
# implementation run metrics
global_route:
  grt_usage: 0.0955
  gr-usage-met2: 0.138
  use_met3: 0.0282
  grt_pass1_vias: 5161
  grt_max_degree: 26
  globalRouteOverflowTotal: 0
  grt_pass1_wl_um: 23800
  met1_usage: 0.148
  grt_busiest_layer: "met1"
  antenna_found_initial: 0
route:
  first_iter_violations: 151
  postRouteAntennaNets: 0
  dr.pass1.iters: 13
  wl_per_cell_um: 10.2
  vias_per_cell: 3.78
  antenna_cells: 0
  drc: 0
  wl_um: 13800
  vias: 5097
layout:
  area_growth_pct: 24.7
  fin_area_mm2: 0.0159
  utilization: 0.505
  final_common_cell: "dfxtp_1"
  mostFrequentLayoutCells: "dfxtp_1 (501), clkdlybuf4s50_1 (96), fa_1 (75), nor2b_1 (66), clkbuf_16 (49)"
  logic_area_mm2: 0.00253
  drive_above_1_share: 0.0921
  seq_area_mm2: 0.0100
  fillers: 2491
final_timing:
  setup_tns_ps: 0
  relSlewSlack: 0.794
  max_freq_ghz: 0.511
  hold_violations: 0
  final-max-slew-violation-count: 0
  period_used_share: 0.675
  skew_ps: 18.9
  finalSetupViolations: 0
  period_needed_ps: 1960
  rsz0062_at_grt: "false"
  worst-slew-pin-transition_ps: 309
worst_setup_path:
  critPathMaxFanout: 1
  cp_data_required_time_ps: 2320
  r2r_setup_slack_ps: 1310
  path_buffers: 1
  cp_slowest_cell: "clkdlybuf4s50_1"
  critPathTopFamily: "buffers and inverters"
  cpPeakStageDelay_ps: 470
  path_class: "reg -> out"
  crit_path_end_kind: "output port"
  path_cells: "clkdlybuf4s50_1"
  path_depth: 1
  r2r_cells: 6
  start_kind: "flop"
  critPathArrivalTime_ps: 1380
clock_tree:
  htreeDepth: 2
  root_buffer: "clkbuf_16"
  clk_path_buf_depth: 3
  cts_resized: 0
  clock_latency_ps: 550
  cts_tree: "yes"
  postCtsHoldBufs: 0
  cts_sinks: 501
  post_cts_buffers: 0
  numCtsBuffers: 48
  cts.reportedPaths.clkPinSlew_ps: 60
floorplanning:
  num_io_pins: 98
  initCoreUtil: 0.405
  die-area_mm2: 0.0326
  core-area_mm2: 0.0315
  die_y_um: 181
  num_rows: 65
  die-width_um: 181
power_and_ir_drop:
  ir_worst_vdd_mv: 0.570
  p_per_area_mw_per_mm2: 1150
  p_leak_nw: 6.67
logic_synthesis:
  yosys.area.top_type: "dfxtp_1"
  yosys-top-cells-area: "dfxtp_1 (79%), fa_1 (12%), nor2b_1 (3.2%), ha_1 (2.2%), inv_1 (1.4%)"
  ys_seq_frac: 0.786
  netlist_area_mm2: 0.0128
  yosys.stat.chipArea_mm2: 0.0128
  synth_warnings: 2
  ys_cells: 763
  ys_types: 14
  synth_top_area_share: 0.786
  syn_avg_cell_area_um2: 16.7
  synthCells: 763
  ys.flops: 501
run:
  tool_warnings: 25
  cap_violations: 0
place:
  port_buffers: 97
  dp_hpwl_um: 8730
  routabilityCongestion: 0.768
  postPlaceCellArea_mm2: 0.0142
worst_hold_path:
  hold-path-cell-count: 0
  hp-class: "reg -> reg"
status:
  outcome: "finished, final reports clean"
==> final cells by class <==
cell class | instances | area share
Clock buffer | 63 | 0.0854
Tap cell | 402 | 0.0316
Timing Repair Buffer | 99 | 0.0617
Sequential cell | 501 | 0.631
Clock inverter | 26 | 0.0209
Multi-Input combinational cell | 210 | 0.159
Inverter | 46 | 0.0109
==> metrics by stage <==
stage               setup WS (ps)  total power, W  std cells  hold slack, ps
floorplan                    1410          0.0111        763             310
global placement             1320          0.0120       1258             310
detailed placement           1310          0.0121       1258             312
CTS                           882          0.0186       1347             317
global route                  893          0.0194       1347             321
finish                        941          0.0183       1347             319
==> sequential cells by signal, indices dropped and copies added, names as in the netlist, 24 cells and up <==
name,cells
Ar,32
Br,32
acc_c,30
acc_s,32
d6_0,24
final_acc,32
rem_c1,28
rem_c2,24
rem_s1,28
rem_s2,24
st_res,28
==> cells in the mapped netlist (all sizes together) <==
library cell,n
a21o,7
buf,6
inv,46
fa,75
xor2,2
nand2b,6
dfxtp,501
a21oi,7
ha,22
nor2,2
nor2b,66
xnor2,17
o21ai,6
==> routing by layer <==
metal	wire, um	part of all wire
met2	6060	0.44
met5	0	0
met4	490	0.036
met1	6420	0.47
met3	828	0.060
==> report_power, final <==
| group | total [W] | switching [W] | leakage, nW | internal, W |
|---|---|---|---|---|
| logic | 0.00201 | 0.000738 | 1.68 | 0.00127 |
| clock network | 0.00634 | 0.00247 | 0.824 | 0.00386 |
| registers | 0.00991 | 0.000679 | 4.17 | 0.00923 |
| total | 0.0183 | 0.00389 | 6.67 | 0.0144 |
==> worst paths after layout <==
| kind | from | to |
|---|---|---|
| setup reg to reg | st_cry[2] | st_cry[3] |
| hold / removal | d1_0[1] | d2_0[1] |
| hold reg to reg | d1_0[1] | d2_0[1] |
| setup / recovery | final_acc[2] | final_acc[2] |
==> logic make-up (layout without fill, tap and decap cells) <==
family / Yosys count / after routing / synth area share
AOI/OAI and AO/OA: 20 / 20 / 0.00922
xor gates and xnor gates: 19 / 19 / 0.0136
adders and majority gates: 97 / 97 / 0.139
buffers and inverters: 52 / 234 / 0.0159
DFF: 501 / 501 / 0.786
and+or+nand+nor: 74 / 74 / 0.0359
No activity file was given, so power comes from the tool's default toggle rates.
