==> flow/design.v <==
module comb_bit_reverser #(parameter WIDTH = 32) (
    input  wire [WIDTH-1:0] in_data,
    output wire [WIDTH-1:0] out_data
);
    genvar i;
    generate
        for (i = 0; i < WIDTH; i = i + 1) begin : gen_rev
            assign out_data[i] = in_data[WIDTH-1-i];
        end
    endgenerate
endmodule
module comb_block_mux #(
    parameter integer WIDTH = 32,
    parameter integer BLOCK = 16,
    parameter integer BLOCK_OFFSET = 0,
    parameter integer SHIFT_AMT = 1
)(
    input  wire [WIDTH-1:0] in_full,
    input  wire             do_shift,
    input  wire             fill_bit,
    output wire [BLOCK-1:0] out_block
);
    genvar j;
    generate
        for (j = 0; j < BLOCK; j = j + 1) begin : bit_logic
            localparam integer my_idx = BLOCK_OFFSET + j;
            localparam integer src_idx = my_idx + SHIFT_AMT;
            if (src_idx < WIDTH) begin
                assign out_block[j] = do_shift ? in_full[src_idx] : in_full[my_idx];
            end else begin
                assign out_block[j] = do_shift ? fill_bit : in_full[my_idx];
            end
        end
    endgenerate
endmodule
module pipelined_shifter_core #(
    parameter integer WIDTH = 32,  
    parameter integer BLOCK = 16    
)(
    input  wire             clk,
    input  wire [1:0]       opcode,
    input  wire [$clog2(WIDTH)-1:0] shamt, 
    input  wire             v_in,
    input  wire [WIDTH-1:0] din,
    output reg  [WIDTH-1:0] dout,
    output reg              v_out
);
    function integer clog2;
        input integer value;
        begin
            value = value - 1;
            for (clog2 = 0; value > 0; clog2 = clog2 + 1)
                value = value >> 1;
        end
    endfunction
    localparam integer STAGES = clog2(WIDTH);  
    reg [WIDTH-1:0] pipe_data  [STAGES:0]; 
    reg [STAGES-1:0] pipe_shamt [STAGES:0];  
    reg             pipe_fill  [STAGES:0];
    reg             pipe_rev   [STAGES:0];
    reg             pipe_valid [STAGES:0];
    wire [WIDTH-1:0] din_reversed;
    comb_bit_reverser #(.WIDTH(WIDTH)) rev_in (.in_data(din), .out_data(din_reversed));
    wire is_left  = (opcode == 2'b00);
    wire is_arith = (opcode == 2'b10);
    always @(posedge clk) begin
        pipe_data[STAGES]  <= is_left ? din_reversed : din;
        pipe_fill[STAGES]  <= is_arith ? din[WIDTH-1] : 1'b0;
        pipe_rev[STAGES]   <= is_left;
        pipe_shamt[STAGES] <= shamt;
        pipe_valid[STAGES] <= v_in;
    end
    genvar i, b;
    generate
        for (i = STAGES - 1; i >= 0; i = i - 1) begin : gen_stages
            localparam integer SHIFT_AMT = 1 << i;
            wire [WIDTH-1:0] stage_comb_res;
            for (b = 0; b < WIDTH/BLOCK; b = b + 1) begin : gen_blocks
                comb_block_mux #(
                    .WIDTH(WIDTH), 
                    .BLOCK(BLOCK), 
                    .BLOCK_OFFSET(b*BLOCK), 
                    .SHIFT_AMT(SHIFT_AMT)
                ) u_blk (
                    .in_full(pipe_data[i+1]), 
                    .do_shift(pipe_shamt[i+1][i]), 
                    .fill_bit(pipe_fill[i+1]),
                    .out_block(stage_comb_res[b*BLOCK +: BLOCK])
                );
            end
            always @(posedge clk) begin
                pipe_data[i]  <= stage_comb_res;
                pipe_shamt[i] <= pipe_shamt[i+1];  
                pipe_fill[i]  <= pipe_fill[i+1];
                pipe_rev[i]   <= pipe_rev[i+1];
                pipe_valid[i] <= pipe_valid[i+1];
            end
        end
    endgenerate
    wire [WIDTH-1:0] data_final_reversed;
    comb_bit_reverser #(.WIDTH(WIDTH)) rev_out (.in_data(pipe_data[0]), .out_data(data_final_reversed));
    always @(posedge clk) begin
        dout  <= pipe_rev[0] ? data_final_reversed : pipe_data[0];
        v_out <= pipe_valid[0];
    end
endmodule
module shifter_io_wrapper #(
    parameter integer WIDTH = 16,
    parameter integer BLOCK = 8
)(
    input  wire             clk,
    input  wire             v_in,
    input  wire [1:0]       opcode,
    input  wire [$clog2(WIDTH)-1:0] shamt, 
    input  wire [WIDTH-1:0] din,
    output wire [WIDTH-1:0] dout,
    output wire             v_out
);
    function integer clog2;
        input integer value;
        begin
            value = value - 1;
            for (clog2 = 0; value > 0; clog2 = clog2 + 1)
                value = value >> 1;
        end
    endfunction
    localparam SHAMT_W = clog2(WIDTH);
    (* IOB = "true" *) reg [WIDTH-1:0] din_iob;
    (* IOB = "true" *) reg [1:0]       opcode_iob;
    (* IOB = "true" *) reg [SHAMT_W-1:0] shamt_iob;
    (* IOB = "true" *) reg             v_iob;
    always @(posedge clk) begin
        din_iob    <= din;
        opcode_iob <= opcode;
        shamt_iob  <= shamt;
        v_iob      <= v_in;
    end
    wire [WIDTH-1:0] core_out;
    wire             core_vout;
    pipelined_shifter_core #(
        .WIDTH(WIDTH),
        .BLOCK(BLOCK)
    ) u_core (
        .clk   (clk),
        .opcode(opcode_iob),
        .shamt (shamt_iob),
        .v_in  (v_iob),
        .din   (din_iob),
        .dout  (core_out),
        .v_out (core_vout)
    );
    (* IOB = "true" *) reg [WIDTH-1:0] dout_iob;
    (* IOB = "true" *) reg             v_out_iob;
    always @(posedge clk) begin
        dout_iob  <= core_out;
        v_out_iob <= core_vout;
    end
    assign dout  = dout_iob;
    assign v_out = v_out_iob;
endmodule
==> flow/run.sh <==
#!/bin/bash
# OpenROAD 26Q1-2900-gdf79404cd8, Yosys 0.63+post, stock flow scripts
make -C /OpenROAD-flow-scripts/flow DESIGN_CONFIG=/design/flow/config.mk WORK_HOME=/design/flow/orfs finish
==> flow/config.mk <==
export PLATFORM = sky130hd
export DESIGN_NAME = shifter_io_wrapper
export DESIGN_NICKNAME = shifter_io_wrapper
export VERILOG_FILES = /design/flow/design.v
export SDC_FILE = /design/flow/constraint.sdc
export NUM_CORES = 4
export LEC_CHECK = 1
export CORE_UTILIZATION = 50
==> flow/constraint.sdc <==
current_design shifter_io_wrapper

set clk_period 1.9
set clk_io_pct 0.2

create_clock -name clk0 -period $clk_period [get_ports {clk}]

set non_clock_inputs [all_inputs -no_clocks]
set_input_delay [expr $clk_period * $clk_io_pct] -clock clk0 $non_clock_inputs
set_output_delay [expr $clk_period * $clk_io_pct] -clock clk0 [all_outputs]
==> impl_metrics.env <==
# yosys + openroad results
export IMPL_htree_num_levels=4
export IMPL_p_leak_uw=0.00227
export IMPL_end_kind="output pin"
export IMPL_synthMuxAreaShare_pct=21.6
export IMPL_tool_warnings=25
export IMPL_ys_cells=287
export IMPL_tns_ps=0
export IMPL_track_usage_pct=12.5
export IMPL_cts_tree="done"
export IMPL_cp_slowest_stage_delay_ps=450
export IMPL_seq_area_frac_synth_pct=72.6
export IMPL_synthAoiAreaFrac_pct=1.58
export IMPL_vias_per_cell=4.44
export IMPL_skew_ps=5.59
export IMPL_crit_fanout=1
export IMPL_cp_num_buf_inv=1
export IMPL_cts_made_buffers=17
export IMPL_min_from="din[10]"
export IMPL_io_pins=41
export IMPL_holdBufCountCts=0
export IMPL_die_y_um=96.2
export IMPL_path_cells="clkdlybuf4s50_1"
export IMPL_drv_cap=0
export IMPL_min_period_ps=1640
export IMPL_initCoreUtil_pct=51.4
export IMPL_fa_ha_area_share_pct=0
export IMPL_core_um2=8640
export IMPL_ctsResizeCount=0
export IMPL_flop_cell="dfxtp_1"
export IMPL_edf_count=0
export IMPL_place_congestion=0.736
export IMPL_cts_sinks=161
export IMPL_avgRoutedWirePerCell_um=10.8
export IMPL_topCombFamilyByArea="multiplexers"
export IMPL_top_area_cell="dfxtp_1"
export IMPL_die_x_um=96.2
export IMPL_finalClockPeriodUsage_pct=86.4
export IMPL_ys_flops=161
export IMPL_vias=2019
export IMPL_critPathSlowestCell="clkdlybuf4s50_1"
export IMPL_crit_reg2reg_launch="opcode_iob[0]"
export IMPL_synth_area_yosys_um2=4440
export IMPL_critical_path_class="flop to output pin"
export IMPL_place_hpwl_um=2970
export IMPL_async_reset_ff_share_pct=0
export IMPL_synth_top_area_share_pct=72.6
export IMPL_avgSynthCellArea_um2=15.5
export IMPL_post_route_cells_drive_above_1_share_pct=32.9
export IMPL_startpoint_type="flop"
export IMPL_grt_pass1_wl_um=8450
export IMPL_wl_um=4920
export IMPL_common_cells="161 x dfxtp_1, 73 x mux2_2, 14 x inv_1, 14 x o21ai_0, 9 x mux2_4"
export IMPL_overflow=0
export IMPL_yosysWarnings=12
export IMPL_powerDensity_nw_per_um2=1400
export IMPL_dr_first_iter_drc_count=21
export IMPL_status="finished clean"
export IMPL_slew_headroom_pct=56.7
export IMPL_rsz0062_at_grt="no"
export IMPL_drv_slew=0
export IMPL_critical_path_top_delay_family="buffers and inverters"
export IMPL_grt_start_max_net_pins=18
export IMPL_nFillCells=618
export IMPL_first_global_vias=1949
export IMPL_num_rows=34
export IMPL_antenna_found_initial=0
export IMPL_hold_viol_final=0
export IMPL_dr_pass1_iters=4
export IMPL_diodes=0
export IMPL_area_delta_synth_final_pct=23.4
export IMPL_synthCells=287
export IMPL_setup_viol=0
export IMPL_worst_pin_slew_ps=648
export IMPL_ant_nets=0
export IMPL_ys_types=11
export IMPL_clockBufferDepth=2
export IMPL_ys_sh_xor_pct=0
export IMPL_ys_top_cells_by_area="dfxtp_1 73%, mux2_2 19%, mux2_4 3.0%"
export IMPL_dieArea_um2=9250
export IMPL_clk_pin_slew_ps=60
export IMPL_clock_latency_ps=510
export IMPL_root_buffer="clkbuf_8"
export IMPL_ir_drop_mv=0.621
export IMPL_cp_startpoint="dout_iob[5]"
export IMPL_portBuffers=40
export IMPL_required_ps=1520
export IMPL_hp_class="input port to flop"
export IMPL_syn_area_um2=4440
export IMPL_drc_errors=0
export IMPL_yosysMostFrequentCell="dfxtp_1"
export IMPL_max_freq_mhz=609
export IMPL_post_cts_repair_setup_buffers=0
export IMPL_post_route_util_pct=63.4
export IMPL_ys_sh_simple_pct=0.733
export IMPL_cp_arrival_ps=1260
==> sequential cells by signal, indices dropped and copies added (netlist names) <==
name / cells
opcode_iob: 2
v_out_iob: 1
u_core.pipe_rev: 5
u_core.v_out: 1
u_core.pipe_data: 80
u_core.dout: 16
din_iob: 16
u_core.pipe_fill: 4
u_core.pipe_shamt: 10
shamt_iob: 4
dout_iob: 16
v_iob: 1
u_core.pipe_valid: 5
==> where the power goes <==
part | internal, uW | leakage [uW] | switching (uW)
Combinational | 323 | 0.000631 | 75.2
Sequential | 3730 | 0.00135 | 146
Clock | 2130 | 0.000284 | 1250
Total | 6190 | 0.00227 | 1480
==> layer usage <==
layer / wire (um) / vias up / GRT usage (%)
met5: 0 / - / 0
met2: 2400 / 50 / 21.0
met4: 107 / 0 / 2.74
li1: - / 1056 / -
met3: 224 / 14 / 4.18
met1: 2190 / 899 / 16.2
==> cell families (layout without fill, tap and decap cells) <==
family                 after synthesis  in the layout
and+or+nand+nor                      5              5
DFF                                161            161
AOI/OAI and AO/OA                   14             14
buffers and inverters               25             85
muxes                               82             82
==> area by class of cell <==
class	count	area, um^2	share of cell area (%)
flip-flops and latches	161	3220	58.9
clock inverters	13	186	3.40
clock buffers	18	418	7.63
well taps	108	135	2.47
multi-input cells	101	1060	19.4
inverters	14	52.6	0.960
repair buffers	40	400	7.31
==> cells in the final DEF (no fill, tap or decap), types with 2 or more instances in the layout <==
| master | netlist | final |
|---|---|---|
| bufinv_16 | 0 | 4 |
| clkbuf_16 | 0 | 16 |
| clkdlybuf4s50_1 | 0 | 40 |
| clkinv_2 | 0 | 2 |
| clkinvlp_4 | 0 | 4 |
| dfxtp_1 | 161 | 161 |
| inv_1 | 14 | 14 |
| inv_6 | 0 | 2 |
| mux2_2 | 73 | 73 |
| mux2_4 | 9 | 9 |
| nand2_1 | 3 | 3 |
| o21ai_0 | 14 | 14 |
==> worst paths after layout <==
| check | endpoint | slack [ps] | cells past startpoint |
|---|---|---|---|
| worst max-delay path | dout[5] | 260 | 1 |
| worst min-delay path | din_iob[10] | 310 | 1 |
| worst max register to register | u_core.pipe_data[4][6] | 600 | 2 |
| worst min register to register | dout_iob[5] | 320 | 0 |
==> metrics by stage <==
step	total power, uW	area [um^2]	std cells	hold WS, ps	setup slack (ps)
2_1_floorplan	4150	4440	287	310	794
3_3_place_gp	4340	4870	424	310	637
3_5_place_dp	4350	4870	424	312	599
4_1_cts	7750	5480	455	289	223
5_1_grt	7990	5480	455	284	154
6_report	7660	5480	455	313	258
Power is estimated from default activity; no workload was simulated.
